==> design.v <==
module Counter(clk, enable, reset, out);
    output[3:0] out;
    reg [3:0] out;
    input clk;
    input enable;
    input reset;
    always @(posedge clk)
    begin
        if(reset)
            out = 4'b0;
        else if(enable)
            out = out+1; 
    end
endmodule
==> config.mk <==
export PLATFORM = sky130hd
export DESIGN_NAME = Counter
export DESIGN_NICKNAME = Counter
export VERILOG_FILES = /design/flow/design.v
export SDC_FILE = /design/flow/constraint.sdc
export NUM_CORES = 4
export LEC_CHECK = 1
export CORE_AREA = 10 10 70 70
export DIE_AREA = 0 0 80 80
==> constraint.sdc <==
current_design Counter

set clk_period 1.7
set clk_io_pct 0.2

create_clock -name clk0 -period $clk_period [get_ports {clk}]

set non_clock_inputs [all_inputs -no_clocks]
set_input_delay [expr $clk_period * $clk_io_pct] -clock clk0 $non_clock_inputs
set_output_delay [expr $clk_period * $clk_io_pct] -clock clk0 [all_outputs]
==> run.sh <==
#!/bin/bash
# OpenROAD 26Q1-2900-gdf79404cd8, Yosys 0.63+post, stock flow scripts
make -C /OpenROAD-flow-scripts/flow DESIGN_CONFIG=/design/flow/config.mk WORK_HOME=/design/flow/orfs finish
==> results.py <==
# Metrics from the implementation run
metrics = {
    "status": {
        "status": "finished clean",
    },
    "sta": {
        "period_used_pct": 86.72,
        "max_freq_mhz": 678.4,
        "finClkSkew_ps": 1.782,
        "min_period_ps": 1474,
        "rsz0062_at_grt": "false",
        "slew_violations": 0,
        "timing.hold.ws_ps": 569.7,
        "setup_tns_ps": 0,
        "hold_viol": 0,
        "worst_pin_slew_ps": 181.3,
        "max-slew-margin-rel_pct": 87.90,
        "setup_violations": 0,
    },
    "clocking": {
        "clk_path_buf_depth": 2,
        "cts_root_buf": "clkbuf_4",
        "cts.sinks": 4,
        "htree_num_levels": 1,
        "cts_setup_buffers": 0,
        "clkSlewWorstSetupHoldPaths_ps": 30,
        "cts_buffers": 3,
        "cts_resized": 0,
        "cts_tree": "yes",
        "cts_hold_buf": 0,
        "clk_latency_ps": 230,
    },
    "routing": {
        "dr.pass1.iters": 3,
        "route.detailed.drc": 0,
        "vias": 159,
        "insertedDiodeCount": 0,
        "drtAntennaViolNets": 0,
        "wl_microns": 492,
        "viasPerCell": 2.208,
        "wl_per_cell_microns": 6.833,
        "drt_iter0_markers": 3,
    },
    "floorplan": {
        "dieArea_sq_um": 6400,
        "die_w_microns": 80,
        "die_y_microns": 80,
        "fp_util_pct": 5.238,
        "rows": 21,
        "core-area_sq_um": 3416,
        "io_pins": 7,
    },
    "final_layout": {
        "syn_to_final_growth_pct": 82.52,
        "largest_reg_flops": 4,
        "final_util_pct": 9.560,
        "instances_no_fill": 72,
        "drive_gt1_share_pct": 26.92,
        "stdcell_area_sq_um": 326.6,
    },
    "yosys": {
        "ys_seq_share_pct": 44.76,
        "synth_stat.cells": 16,
        "ys_area_sq_um": 178.9,
        "netlist_instances": 16,
        "syn_area_per_cell_sq_um": 11.18,
        "syn_area_sq_um": 178.9,
        "yosys_warnings": 1,
        "synth_cell_types": 11,
        "ys.flops": 4,
    },
    "power": {
        "pwr-share-clk_pct": 45.8,
        "power_leakage_nw": 0.1251,
        "vdd_drop_max_mv": 0.3475,
        "power_density_nw_per_um2": 776.5,
        "comb_power_share_pct": 12.3,
        "p_seq_share_pct": 41.9,
        "switching_share_pct": 21.37,
        "p_switching_uw": 54.20,
        "intPower_uw": 199.4,
    },
    "placement": {
        "portBuffers": 6,
        "gp_congestion": 0.6731,
        "placed_cell_area_sq_um": 304.0,
        "dp_cells": 69,
    },
    "grt": {
        "overflow": 0,
        "grt_start_max_net_pins": 6,
        "grt_pass1_wl_microns": 793,
        "antenna_found_initial": 0,
        "grt_usage_pct": 1.783,
        "grt_pass1_vias": 147,
    },
    "setup_path": {
        "slowest_stage": "clkdlybuf4s50_1",
        "cp-start-kind": "flip-flop",
        "setup.worst_path.class": "reg -> out",
        "crit_arrival_ps": 1130,
        "crit_chain": "clkdlybuf4s50_1",
        "crit_family": "buffers and inverters",
        "worstSetupEndpointType": "output port",
        "crit_buf_inv": 1,
        "slowest_delay_ps": 500,
        "worstPathRequired_ps": 1360,
        "cp_max_fo": 4,
    },
    "job": {
        "cap_viol_max_count": 0,
        "tool_warnings": 25,
    },
    "worst_hold_path": {
        "min_path_type": "reg -> reg",
    },
}
logic make-up (layout without fill, tap and decap cells):
group	after synthesis	after routing	share of synthesized area, %
and+or+nand+nor	6	6	20.98
xor gates and xnor gates	1	1	4.896
adders and majority gates	1	1	6.992
AOI/OAI and AO/OA	2	2	8.389
muxes	2	2	13.98
buffers and inverters	0	10	0
DFF	4	4	44.76
worst paths after layout:
check	endpoint	start	slack, ps	cells after the start
worst max register to register	out[2]$_SDFFE_PP0P_	out[0]$_SDFFE_PP0P_	730	3
worst min-delay path	out[1]$_SDFFE_PP0P_	out[1]$_SDFFE_PP0P_	570	2
worst min register to register	out[1]$_SDFFE_PP0P_	out[1]$_SDFFE_PP0P_	570	2
worst max-delay path	out[0]	out[0]$_SDFFE_PP0P_	230	1
synth_stat cells:
library cell	number	area share, %
nand3b_1	1	4.2
xnor2_1	1	4.9
mux2_4	1	8.4
dfxtp_1	4	45
mux2i_1	1	5.6
nor2b_1	1	3.5
nand4_2	1	7.0
a21bo_2	1	5.6
nor2_1	3	6.3
ha_1	1	7.0
a21oi_1	1	2.8
routing by layer:
| layer | track usage [%] | share of wire [%] | wire length, microns | up-vias |
|---|---|---|---|---|
| li1 | - | - | - | 76 |
| met3 | 2.273 | 17 | 85 | 0 |
| met1 | 2.193 | 48 | 237 | 75 |
| met5 | 0 | 0 | 0 | - |
| met2 | 1.846 | 34 | 169 | 8 |
| met4 | 0.1761 | 0 | 0 | 0 |
layout make-up:
type | instances | area (sq um)
clock buffer | 3 | 22.52
timing repair buffer | 7 | 67.56
sequential | 4 | 80.08
multi-input combinational | 12 | 98.84
tap | 46 | 57.56
fill | 403 | 3089
layout by cell type (no fill, tap or decap):
| cell | n |
|---|---|
| nand4_2 | 1 |
| a21oi_1 | 1 |
| nand3b_1 | 1 |
| xnor2_1 | 1 |
| nor2b_1 | 1 |
| clkdlybuf4s50_1 | 6 |
| mux2i_1 | 1 |
| buf_4 | 1 |
| a21bo_2 | 1 |
| ha_1 | 1 |
| nor2_1 | 3 |
| dfxtp_1 | 4 |
| mux2_4 | 1 |
| clkbuf_4 | 3 |
power groups by stage:
| stage | Sequential [mW] | Combinational, mW | Clock (mW) |
|---|---|---|---|
| 4_1_cts | 0.106 | 0.0319 | 0.121 |
| 5_1_grt | 0.107 | 0.0354 | 0.131 |
| 6_report | 0.106 | 0.0313 | 0.116 |
through the flow:
| stage | power (mW) | worst slack [ps] |
|---|---|---|
| floorplan | 0.1161 | 812.6 |
| global placement | 0.1385 | 322.3 |
| detailed placement | 0.1390 | 327.2 |
| CTS | 0.2588 | 208.3 |
| global route | 0.2733 | 166.6 |
| finish | 0.2536 | 225.8 |
No activity file was given, so power comes from the tool's default toggle rates.
